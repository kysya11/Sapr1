File: ./design.v
module slave
(
  input wire PWRITE,  
  input wire PCLK,   
  input wire PSEL,   
  input wire [31:0] PRWADDR,  
  input wire [31:0] PRWDATA,   
  output reg [31:0] PRWDATA1=0,  
  input wire PENABLE,    
  output reg PREADY = 0   
);
reg [31:0]count;
reg [31:0]max=31'd15;
always @(posedge PCLK)
begin
if(PRWADDR==32'b0000_0000_0000_0000_0000_0000_0000_0100) begin
        count <= PRWDATA;
        if (count < max) begin
            count <=count + 1;
				PRWDATA1<=count;
        end else if (count == max) begin
            count <= 0;  
				PRWDATA1<=count;
			end	
    end
end
always @(posedge PCLK) begin
  if(PSEL == 1'b1 && PENABLE == 1'b0 && PWRITE == 1'b0) begin 
    PREADY = 0; 
  end
  else if(PSEL == 1'b1 && PENABLE == 1'b1 && PWRITE == 1'b0) begin 
    PREADY = 1;
  end
  else if(PSEL == 1'b1 && PENABLE == 1'b0 && PWRITE == 1'b1) begin 
    PREADY = 0; 
  end
  else if(PSEL == 1'b1 && PENABLE == 1'b1 && PWRITE == 1'b1) begin 
    PREADY = 1;
  end
  else begin
    PREADY = 0;
  end
end
endmodule
File: ./constraint.sdc
current_design slave

set clk_period 7.6
set clk_io_pct 0.2

create_clock -name clk0 -period $clk_period [get_ports {PCLK}]

set non_clock_inputs [all_inputs -no_clocks]
set_input_delay [expr $clk_period * $clk_io_pct] -clock clk0 $non_clock_inputs
set_output_delay [expr $clk_period * $clk_io_pct] -clock clk0 [all_outputs]
File: ./run.sh
#!/bin/bash
# OpenROAD 26Q1-2900-gdf79404cd8, Yosys 0.63+post, stock flow scripts
make -C /OpenROAD-flow-scripts/flow DESIGN_CONFIG=/design/flow/config.mk WORK_HOME=/design/flow/orfs finish
File: ./config.mk
export PLATFORM = sky130hd
export DESIGN_NAME = slave
export DESIGN_NICKNAME = slave
export VERILOG_FILES = /design/flow/design.v
export SDC_FILE = /design/flow/constraint.sdc
export NUM_CORES = 4
export LEC_CHECK = 1
export CORE_UTILIZATION = 50
==> GITHUB_STEP_SUMMARY <==
## PnR job results

| Metric | Value |
|---|---|
| Antenna fix cells | 0 |
| Adder share | less than 1% |
| P_leak | between 1 and 1.5 nW |
| DR vias | ~1.5k |
| Final setup TNS | 0 ns |
| Slew at the pin with the worst max-slew slack | between 0.4 and 0.5 ns |
| Vias per std cell | between 5 and 6 |
| Post-synth area from yosys stat | between 0.002 and 0.0025 mm2 |
| Multiplexer share | under 10% |
| Peak Freq | around 310 MHz |
| Final Hold Fails | 0 |
| Worst VDD drop | roughly 0.12 mV |
| Unrepaired setup endpoints after global routing | no |
| Slowest stage delay, CP | 0.41 ns |
| CTS HTree Levels | 3 |
| P_int | a little under 0.6 mW |
| Fillers | ~240 |
| Post-layout util | about four fifths |
| Hold Crit Class | reg2reg |
| CTS tree | built |
| Logic pwr share | approximately 6% |
| R2r setup slk | ~5.3 ns |
| Core area | between 0.004 and 0.005 mm2 |
| Switching Share | between 10% and 20% |
| Post-DP HPWL | between 3 and 4 mm |
| Clock Tree Root | clkbuf_8 |
| Crit-path cells | clkdlybuf4s50_1 > nor4_1 > nand4_1 > nor4_2 > buf_4 |
| Relative slew margins | slightly below 70% |
| Worst R2R Start | count[16] |
| Setup Viol. Count Final | 0 |
| Reg-to-Reg End | count[24] |
| Crit path time final | approximately 3.2 ns |
| Mean Syn Cell Area | ~18 um2 |
| Routed Antenna Nets | 0 |
| Overflow after GRT | 0 |
| Hold Path Stages | 0 |
| TritonCTS Buffers | 9 |
| Num Clock Sinks | 65 |
| Area occupied by registers | between 0.0015 and 0.002 mm2 |
| Synthesized area | about 0.0024 mm2 |
| DR WL/cell | between 10 and 15 um |
| Worst-Skew Late Latency | about 0.32 ns |
| Hold Path Sink | PRWDATA1[11] |
| Tool Warnings | 27 |
| Synth Area in XOR/XNOR | 0.3669% |
| Top Layout Cells | clkdlybuf4s50_1, edfxtp_1, nor2b_1, nor4_1, clkbuf_8 |
| Clock power share | between 30% and 40% |
| Period utilization | a little over two fifths |
| Die height | between 70 and 80 um |
| CTS resizes | 0 |
| Initial antenna violation count | 0 |
| Maxcap violations | 0 |
| Crit path DRT | about 7.6 ns |
| Vias in the first global route | between 1.5k and 2k |
| Final GP Congestion | approximately 0.74 |
| Aoi/oai-family share of the synthesized area | under 10% |
| Ys cells | around 130 |
| Max FO, Critical Path | 32 |
| Outcome | completed |
| Slew Limit Fails | 0 |
| Port Buf Inserts | 99 |
| Cell Pwr Density | 193.0 mW/mm2 |
| Kind of critical path | in2reg |
| Simple share | 13.89% |
| FP Rows | 24 |
| CP Capture Type | register |
| Gr usage total | approximately 20% |
| Tot Pwr | a little over 0.7 mW |
| # DRC | 0 |
| Hold Path Origin | count[11] |
| Crit-path leading delay family | buffers and inverters |
| Part of the power in registers | a little under three fifths |
| Max clock buf depth | 2 |
| Cell Type Count | 22 |
| Router iterations before antenna repair | 21 |
| Largest net degree at the start of global routing | 33 |
| Post-CTS Hold Buffers | 0 |
| Chip Width | 71.10 um |
| Crit path DAT | about 3.2 ns |
| R2r worst-path depth | 5 |
| Seq share, synth | around four fifths |
| FP Util | between 50% and 60% |
| Final Hold Slack | between 0.4 and 0.5 ns |
| Mapped Cells | approximately 130 |
| Worst-path clk slew | ~0.060 ns |
| Worst Clk Skew | about 0.006 ns |
| CP max stage cell | buf_4 |
| Warnings, synthesis | 1 |
| Post-CTS setup buffer count | 0 |
| Post-Layout Cell Count | ~300 |
| Main logic family | simple AND/OR/NAND/NOR gates |
| Seq cells post-synth | roughly 65 |
| Setup crit start kind | primary input |
| Cells after DPL | ~290 |
| Multi-input logic area | 429.2 um2 |
| Most numerous logic cell after layout | clkdlybuf4s50_1 |
| Die area | 0.005055 mm2 |
| I/O Pins | a little over 100 |
| Switch Pwr | around 0.12 mW |
| Routed wire length | about 4.3 mm |
| Layout cell share with drive strength beyond 1 | a little under a tenth |
| Area Overhead vs Synth | 52.83% |
| DR iter-0 viols | ~64 |
| Crit path buf inv count | 2 |
| First-pass GRT wire length | a little under 7 mm |
cells in the mapped netlist (all sizes together):
cell type	instances	area, um2
edfxtp	64	1922
nor2b	28	175.2
nor4	15	93.84
buf	3	21.27
mux2	3	33.78
nand3	3	15.01
nand4	3	18.77
o21ai	3	15.01
nor2	2	10.01
a21oi	1	5.000
a31oi	1	6.260
and2	1	6.260
dfxtp	1	20.02
ha	1	12.51
inv	1	3.750
nand2	1	3.750
nor4b	1	8.760
o31ai	1	7.510
xor2	1	8.760
flip-flops by register name, indices dropped and copies added, names as in the netlist:
register	flops
PREADY	1
count	32
PRWDATA1	32
power by group through the flow:
| stage | combinational [mW] | sequential, mW | clock [mW] |
|---|---|---|---|
| after CTS | 0.0422 | 0.391 | 0.278 |
| after global routing | 0.0446 | 0.390 | 0.297 |
| final | 0.0417 | 0.391 | 0.272 |
cell families (layout without fill, tap and decap cells):
group                    Yosys count  count (layout)
adder cells (fa/ha/maj)            1               1
flip-flops                        65              65
AND-OR/OR-AND                      6               6
AND/OR/NAND/NOR                   54              54
XOR/XNOR                           1               1
multiplexers                       3               3
buffers and inverters              4             119
cell type report:
class,instances,area share [%]
tap,52,1.783
sequential,65,53.22
inverter,1,0.1029
multi-input combinational,65,11.76
timing repair buffer,102,27.78
clock buffer,10,3.772
clock inverter,6,1.578
per-layer routing:
metal / vias up / part of all wire (%) / GRT usage, %
li1: 740 / - / -
met1: 713 / 36 / 25.18
met2: 86 / 53 / 34.08
met3: 6 / 9.6 / 6.936
met4: 0 / 0.99 / 4.444
met5: - / 0 / 0
per-stage QoR:
step	cell area (um2)	worst slack [ns]
detailed placement	3453	4.149
floorplan	2387	2.056
finish	3649	4.425
CTS	3649	4.478
global route	3649	4.345
global placement	3453	4.197
how the worst max path moves through the flow:
stage                           to  cells past startpoint        start  slack [ns]
after global routing  PRWDATA1[16]                      5  PRWADDR[24]        4.35
final                 PRWDATA1[14]                      5  PRWADDR[24]        4.43
after CTS             PRWDATA1[25]                      5  PRWADDR[24]        4.48
No activity file was given, so power comes from the tool's default toggle rates.
